[design/flow/config.mk]
export PLATFORM = sky130hd
export DESIGN_NAME = top_wrapper
export DESIGN_NICKNAME = top_wrapper
export VERILOG_FILES = /design/flow/design.v
export SDC_FILE = /design/flow/constraint.sdc
export NUM_CORES = 4
export LEC_CHECK = 1
export CORE_UTILIZATION = 50
[design/flow/constraint.sdc]
current_design top_wrapper

set clk_period 3.9
set clk_io_pct 0.2

create_clock -name clk0 -period $clk_period [get_ports {i_clk}]

set non_clock_inputs [all_inputs -no_clocks]
set_input_delay [expr $clk_period * $clk_io_pct] -clock clk0 $non_clock_inputs
set_output_delay [expr $clk_period * $clk_io_pct] -clock clk0 [all_outputs]
[design/flow/design.v]
module seven_seg_ctrl
(
    input wire [15:0] i_data,
    output reg [7:0] o_display,
    output wire [3:0] o_anode,
    input wire i_clk,
    input wire i_rstn
);
reg [3:0] anode = 4'b1111;
reg [3:0] data_slice = 4'b0000;
reg [17:0] counter = 0;
assign o_anode = anode;
always @(posedge i_clk) begin
    if (!i_rstn) begin
        o_display <= 8'h7E;
        anode <= 4'b1111;
        data_slice <= 0;
        counter <= 0;
    end else begin
        counter <= counter + 1;
        case(counter[17:16]) 
            2'b00 : begin
                data_slice <= i_data[3:0];
                anode = 4'b1110;
            end
            2'b01: begin
                data_slice = i_data[7:4];
                anode = 4'b1101;
            end
            2'b10: begin
                data_slice = i_data[11:8];
                anode = 4'b1011;
            end
            2'b11: begin
                data_slice = i_data[15:12];
                anode = 4'b0111;
            end
        endcase
        case (data_slice)
            4'b0000:
                o_display <= 8'b01000000;  
            4'b0001:
                o_display <= 8'b01111001; 
            4'b0010:
                o_display <= 8'b00100100;  
            4'b0011:
                o_display <= 8'b00110000;  
            4'b0100:
                o_display <= 8'b00011001;  
            4'b0101:
                o_display <= 8'b00010010;  
            4'b0110:
                o_display <= 8'b00000010; 
            4'b0111:
                o_display <= 8'b01111000;  
            4'b1000:
                o_display <= 8'b00000000;  
            4'b1001:
                o_display <= 8'b00010000; 
            4'b1010:
                o_display <= 8'b00001000;
            4'b1011:
                o_display <= 8'b00000011;
            4'b1100:
                o_display <= 8'b01000110;
            4'b1101:
                o_display <= 8'b00100001;
            4'b1110:
                o_display <= 8'b00000110; 
            4'b1111:
                o_display <= 8'b00001110; 
        endcase
    end
end
endmodule
`timescale 1 ns / 1 ps
module top_wrapper 
(
    output wire [9:0] o_led_ctrl_sig,
    input wire [11:0] i_switch_ctrl_sig,
    output wire [7:0] o_display_sig,
    output wire [3:0] o_anode_sig,
    input wire [31:0] i_data_0,
    input wire [31:0] i_data_1,
    output wire [31:0] o_data,
    input wire i_clk,
    input wire i_rstn
);
reg [31:0] led_ctrl;
reg [31:0] dply_ctrl;
reg [31:0] address;
reg enable_write;
assign o_led_ctrl_sig = led_ctrl[9:0];
assign o_data = {20'h00000, i_switch_ctrl_sig};
seven_seg_ctrl seg_ctrl (
    .i_data(dply_ctrl[15:0]),
    .o_display(o_display_sig),
    .o_anode(o_anode_sig),
    .i_clk(i_clk),
    .i_rstn(i_rstn)
);
always @(posedge i_clk) begin
    if (i_rstn == 1'b0) begin
        led_ctrl <= 32'h00000000;
        dply_ctrl <= 32'h00000000;
    end else begin
        led_ctrl <= i_data_0;
        dply_ctrl <= i_data_1;
    end
end
endmodule
[design/flow/run.sh]
#!/bin/bash
# OpenROAD 26Q1-2900-gdf79404cd8, Yosys 0.63+post, stock flow scripts
make -C /OpenROAD-flow-scripts/flow DESIGN_CONFIG=/design/flow/config.mk WORK_HOME=/design/flow/orfs finish
==> impl_metrics.csv <==
group,metric,value,unit
pwr,leakage,1.05,nW
worst_setup_path,critPathMostFrequentCell,"inv_1",
cells_and_area,area_growth,17.3,%
floorplan,die-height,70.7,um
timing,hold_viol,0,
logic_synthesis,synth.avg_cell_area,10.1,um^2
worst_setup_path,crit_fanout,11,
pwr,power_density,360,mW/mm^2
logic_synthesis,ys_dominant_reg_cell,"dfxtp_1",
cells_and_area,layout-drive-gt1-share,0.0634,
floorplan,initial_core_util,0.531,
clock_network,cts-buffers-inserted,5,
cells_and_area,fillCellCount,386,
worst_setup_path,cpPeakStageDelay,630,ps
floorplan,core.rowCount,24,
cells_and_area,final_cells,320,
cells_and_area,lay_top_cells,"55 x dfxtp_1, 48 x clkdlybuf4s50_1, 27 x and2_1",
place,place_congestion,0.802,
drt,drc,0,
flow_run,cap_violations,0,
global_route,grt_pass1_vias,1400,
logic_synthesis,ys_sh_adder,0.0371,
floorplan,core_area,0.00444,mm^2
clock_network,cts.sinks,55,
logic_synthesis,syn-cell-area,0.00236,mm^2
logic_synthesis,mux_area_frac,0.0631,
drt,insertedDiodeCount,0,
timing,finalCritPeriodShare,0.602,
logic_synthesis,ys_warn_count,2,
worst_setup_path,crit_family,"multiplexers",
worst_setup_path,worstPathArrival,2540,ps
clock_network,htreeDepth,2,
worst_setup_path,crit_path_start_kind,"flop",
timing,rsz0062_at_grt,"no",
clock_network,clkTransAtPathRegs,100,ps
timing,holdWs,480,ps
logic_synthesis,synth-edff-count,0,
timing,tightest_slew,646,ps
logic_synthesis,synth_seq_share,0.467,
pwr,peakVddDrop,0.229,mV
worst_setup_path,cp_slowest_cell,"mux4_2",
clock_network,cts_resized,0,
global_route,grt_usage,0.158,
timing,skew,8.20,ps
worst_setup_path,end_kind,"flop",
global_route,grt_overflow,0,
flow_run,warnings,69,
floorplan,dieWidth,70.7,um
logic_synthesis,top_logic_kind,"simple AND/OR/NAND/NOR gates",
clock_network,cts_buffer_depth,2,
logic_synthesis,synth_flops,55,
drt,via_per_inst,4.82,
global_route,antenna_found_initial,0,
place,portBuffers,48,
worst_setup_path,critPathRequiredTime,4090,ps
global_route,grt_max_degree,35,
timing,final_max_slew_viol_count,0,
logic_synthesis,ys_cells,234,
clock_network,ctsHoldBuffers,0,
timing,period_minus_slack,2350,ps
clock_network,clkLatencyLatePin,310,ps
logic_synthesis,compound_area_frac,0.0477,
cells_and_area,final_core_util,0.622,
drt,first_iter_violations,67,
drt,drt_first_pass_iters,20,
logic_synthesis,netlist_instances,234,
place,place_area,0.00268,mm^2
timing,fmax,426,MHz
logic_synthesis,synth-async-reset-ratio,0,
global_route,grt_pass1_wl,6110,um
floorplan,die_area,0.00500,mm^2
floorplan,io-pin-count,132,
worst_hold_path,hp-class,"flop to flop",
worst_setup_path,critPathKind,"flop to flop",
place,dp_hpwl,2440,um
cells_and_area,postLayoutCellArea,0.00277,mm^2
drt,via_count,1541,
cells_and_area,lay_top_count,"dfxtp_1",
logic_synthesis,ys_area,0.00236,mm^2
worst_setup_path,path_cells,"mux4_2, inv_1, ha_1, inv_1, mux4_1, nand2b_1",
drt,drt-total-wl,3560,um
clock_network,cts_tree,"done",
clock_network,postCtsSetupBuffers,0,
logic_synthesis,ys_sh_xor,0.0446,
logic_synthesis,ys_sh_simple,0.197,
status,run_status,"finished, final reports clean",
drt,ant_nets,0,
timing,setup_viol,0,
logic_synthesis,synthDistinctLibCells,40,
worst_setup_path,ff2ff_setup_slack,1550,ps
place,dpl.cell_count,312,
clock_network,cts_root_buf,"clkbuf_8",
timing,slew_headroom,0.569,
worst_setup_path,cp.buffers_inverters,2,
timing,setup-tns-final,0,ps
drt,routedWlPerCell,11.1,um
cell families (layout without fill, tap and decap cells):
family,Yosys count,after routing
adder cells (fa/ha/maj),7,7
flip-flops,55,55
buffers and inverters,50,64
multiplexers,8,8
other,1,21
XOR/XNOR,12,12
AND-OR/OR-AND,18,18
AND/OR/NAND/NOR,83,83
metrics by stage:
| stage | setup slack [ps] | power [mW] |
|---|---|---|
| 6_report | 1550 | 0.997 |
| 5_1_grt | 1390 | 1.04 |
| 4_1_cts | 1540 | 1.01 |
| 3_5_place_dp | 1490 | 0.700 |
| 3_3_place_gp | 1480 | 0.699 |
| 2_1_floorplan | 1820 | 0.666 |
flip-flops by register name, indices dropped and copies added (netlist names):
name,flops
seg_ctrl.counter,18
dply_ctrl,16
led_ctrl,10
seg_ctrl.o_display,7
seg_ctrl.anode,4
where the power goes:
part	switching, mW	total, mW	internal [mW]
sequential	0.00682	0.591	0.584
combinational	0.0286	0.0941	0.0655
clock	0.182	0.312	0.129
worst reg2reg max path, stage by stage (launching register included):
cell      delay (ps)
dfxtp_1          620
mux4_2           640
inv_1            160
ha_1             170
inv_1             40
mux4_1           470
nand2b_1         150
final timing paths:
kind | startpoint | endpoint | cells past startpoint
setup / recovery | seg_ctrl.counter[16] | seg_ctrl.o_display[3] | 6
setup reg to reg | seg_ctrl.counter[16] | seg_ctrl.o_display[3] | 6
hold / removal | seg_ctrl.counter[0] | seg_ctrl.counter[0] | 1
hold reg to reg | seg_ctrl.counter[0] | seg_ctrl.counter[0] | 1
cell usage after synthesis (3+ instances only):
master / instances / area share
o21ai_1: 3 / 0.0064
a21oi_1: 5 / 0.011
nand2_1: 10 / 0.016
clkbuf_1: 6 / 0.0095
nand3_1: 6 / 0.013
ha_1: 7 / 0.037
buf_4: 33 / 0.11
nand4_1: 4 / 0.011
nor2_1: 15 / 0.024
mux4_2: 4 / 0.038
buf_6: 3 / 0.014
inv_1: 7 / 0.011
xor2_1: 4 / 0.015
and2_1: 27 / 0.072
xnor2_1: 8 / 0.030
dfxtp_1: 55 / 0.47
nor4_1: 5 / 0.013
or3_1: 3 / 0.0080
metal layers:
metal / GRT usage / routed length (um)
met3: 0.0636 / 421
met5: 0 / 0
met1: 0.231 / 1590
met2: 0.237 / 1550
met4: 0.0267 / 0
layout make-up:
| class | instances | area, um^2 | area share |
|---|---|---|---|
| flip-flops and latches | 55 | 1100 | 0.398 |
| multi-input cells | 149 | 997 | 0.360 |
| repair buffers | 49 | 488 | 0.176 |
| clock buffers | 6 | 72.6 | 0.0262 |
| well taps | 52 | 65.1 | 0.0235 |
| inverters | 7 | 26.3 | 0.00950 |
| clock inverters | 2 | 16.3 | 0.00588 |
Power and IR drop assume default switching activity.
