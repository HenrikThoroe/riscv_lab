===== flow/design.v =====
`timescale 1ns / 1ps
module fifo
#(
    parameter DATA_WIDTH = 32,
    parameter DEPTH = 1
)
(
    input wire [DATA_WIDTH-1:0] data_in,
    input wire write_enable,
    output wire [DATA_WIDTH-1:0] data_out,
    input wire read_enable,
    output wire empty,
    output wire full,
    input wire clk,
    input wire rst
);
reg [DATA_WIDTH-1:0] data [DEPTH-1:0];
reg [$clog2(DEPTH):0] head;
reg [$clog2(DEPTH):0] tail;
reg [$clog2(DEPTH):0] count;
assign data_out = data[tail];
assign empty = (count == 0);
assign full = (count == DEPTH);
initial begin
    head <= 0;
    tail <= 0;
    count <= 0;
end
always @(posedge clk) begin
    if (rst == 0) begin
        head <= 0;
        tail <= 0;
        count <= 0;
    end else begin
        if (write_enable && !full) begin
            data[head] <= data_in;
            head <= (head + 1) % DEPTH;
        end
        if (read_enable && !empty) begin
            tail <= (tail + 1) % DEPTH;
        end
        if ((write_enable && !full) && !(read_enable && !empty)) count <= count + 1;
        if (!(write_enable && !full) && (read_enable && !empty)) count <= count - 1;
    end
end
endmodule
`timescale 1ns / 1ps
module pipeline_stage_interconnect
#(
    parameter DATA_WIDTH = 32,
    parameter CTRL_WIDTH = 16,
    parameter BUFFER_DEPTH = 1
)
(
    input wire [CTRL_WIDTH-1:0] ctrl_data_i,
    output wire [CTRL_WIDTH-1:0] ctrl_data_o,
    input wire axis_s_data_tvalid,
    output wire axis_s_data_tready,
    input wire [DATA_WIDTH-1:0] axis_s_data_tdata,
    output wire axis_m_data_tvalid,
    input wire axis_m_data_tready,
    output wire [DATA_WIDTH-1:0] axis_m_data_tdata,
    input wire clk,
    input wire rst
);
wire full_c;
wire full_d;
wire empty_d;
wire empty_c;
assign axis_s_data_tready = ~(full_d & full_c);
assign axis_m_data_tvalid = ~(empty_d & empty_c);
fifo #(
    .DATA_WIDTH(DATA_WIDTH),
    .DEPTH(BUFFER_DEPTH)
) data_buffer (
    .data_in(axis_s_data_tdata),
    .write_enable(axis_s_data_tvalid),
    .data_out(axis_m_data_tdata),
    .read_enable(axis_m_data_tready),
    .empty(empty_d),
    .full(full_d),
    .clk(clk),
    .rst(rst)
);
fifo #(
    .DATA_WIDTH(CTRL_WIDTH),
    .DEPTH(BUFFER_DEPTH)
) ctrl_buffer (
    .data_in(ctrl_data_i),
    .write_enable(axis_s_data_tvalid),
    .data_out(ctrl_data_o),
    .read_enable(axis_m_data_tready),
    .empty(empty_c),
    .full(full_c),
    .clk(clk),
    .rst(rst)
);
endmodule

===== flow/run.sh =====
#!/bin/bash
# OpenROAD 26Q1-2900-gdf79404cd8, Yosys 0.63+post, stock flow scripts
make -C /OpenROAD-flow-scripts/flow DESIGN_CONFIG=/design/flow/config.mk WORK_HOME=/design/flow/orfs finish

===== flow/config.mk =====
export PLATFORM = sky130hd
export DESIGN_NAME = pipeline_stage_interconnect
export DESIGN_NICKNAME = pipeline_stage_interconnect
export VERILOG_FILES = /design/flow/design.v
export SDC_FILE = /design/flow/constraint.sdc
export NUM_CORES = 4
export LEC_CHECK = 1
export CORE_UTILIZATION = 40

===== flow/constraint.sdc =====
current_design pipeline_stage_interconnect

set clk_period 3.5
set clk_io_pct 0.2

create_clock -name clk0 -period $clk_period [get_ports {clk}]

set non_clock_inputs [all_inputs -no_clocks]
set_input_delay [expr $clk_period * $clk_io_pct] -clock clk0 $non_clock_inputs
set_output_delay [expr $clk_period * $clk_io_pct] -clock clk0 [all_outputs]

==> impl_metrics.ini <==
; physical design summary
[logic_synthesis]
syn_inst = 59
ys_cells = 59
synth_cell_types = 6
postSynthSeqShare = 0.968
netlist_area_um2 = 1530
syn_area_per_cell_um2 = 25.9
ys_chip_area_um2 = 1530
ys_ff = 50
synthDominantCellAreaShare = 0.942
synth.area.top_cells = edfxtp_1, dfxtp_1, o211a_1
ys_warn_count = 2
yosysTopAreaCell = edfxtp_1

[sta]
tightest_slew_ps = 375
fin_crit_ps = 1960
holdWs_ps = 572
finClkSkew_ps = 4.97
max_slew_margin = 0.750
finalHoldViolCount = 0
setup_viol = 0
rsz0062_at_grt = false
finalSetupTns_ps = 0
finalClockPeriodUsage = 0.560
fmax_ghz = 0.510
slew_violations = 0

[die]
initial_core_util = 0.418
fp.dieH_um = 63.9
boundaryPins = 102
core_area_um2 = 3660
die_area_um2 = 4080
die_w_um = 63.9
rows = 22

[job]
warnings = 26
drv_cap = 0

[power]
power_density_nw_per_um2 = 408
vdd_drop_max_v = 0.000333
power_mw = 1.10
power.leakage_nw = 0.943

[clock_tree]
postCtsHoldBufs = 0
clk_pin_slew_ps = 80
numCtsBuffers = 5
cts-resized-gates = 0
root_buffer = clkbuf_8
clk_latency_ps = 290
cts_setup_buffers = 0
htreeDepth = 2
clock_sinks = 50
clock_path_buffers = 2
cts_tree = built

[setup_path]
crit_buf_inv = 1
worstPathArrival_ps = 1260
crit_path_end_kind = primary output
worst-setup-path-type = reg2out
crit_family = buffers and inverters
cp_slowest_cell = clkdlybuf4s50_1
crit_chain = or2_1, clkdlybuf4s50_1
reg2reg_from = data_buffer.count
crit_fanout = 5
max_stage_delay_ps = 400
crit_path_start_kind = flop
crit_required_ps = 2800
critical_path.startpoint = data_buffer.count

[min_path]
hold_class = reg2reg
min-delay-start = ctrl_buffer.count

[placement]
gp_congestion = 0.719
port_buffers = 101
dp_cells = 210
dp_hpwl_um = 2200

[route]
ant_nets = 0
vias = 973
drt-pass1-iter-count = 4
drc = 0
wirelength_um = 2900
routed_via_density = 4.46
wl_per_cell_um = 13.3
n_antenna_cell = 0
drt_iter0_drc = 32

[run_status]
status = finished clean

[final_layout]
area_delta_synth_final_pct = 76.5
drive_gt1_frac = 0.0529
lay_top_cells = clkdlybuf4s50_1, edfxtp_1, clkbuf_8
layout.cells.non_filler = 218
flop_area_um2 = 1480
post-route-util = 0.738
comb_area_um2 = 51.3
lay_top_count = clkdlybuf4s50_1
fillerInstances = 238

[global_routing]
grt-ovfl-total = 0
grt_antenna_before_repair = 0
grt_max_degree = 33
grt_pass1_wl_um = 4550
grt_usage = 0.168
grt_pass1_vias = 952
## state kept, by name, indices dropped and copies added (netlist names)
signal and count:
ctrl_buffer.count 1, ctrl_buffer.data 16, data_buffer.count 1, data_buffer.data 32
## worst paths after layout
check / end / slack, ps / cells past startpoint
min: ctrl_buffer.count / 570 / 2
min reg2reg: ctrl_buffer.count / 570 / 2
max reg2reg: data_buffer.data[0][27] / 2360 / 2
max: axis_m_data_tvalid / 1540 / 2
## cell type report
type | count | area share
Clock buffer | 6 | 0.0269
Clock inverter | 2 | 0.00324
Multi-Input combinational cell | 9 | 0.0190
Sequential cell | 50 | 0.549
Tap cell | 48 | 0.0222
Timing Repair Buffer | 103 | 0.380
## worst reg2reg max path, delay by kind of cell (launching register included)
family / cells / cell delay, ps
DFF: 1 / 350
and+or+nand+nor: 1 / 100
buffers and inverters: 1 / 350
## kinds of logic after synthesis
family	Yosys count	synth area share
flops	50	0.968
simple gates	7	0.0188
compound gates	2	0.0131
## report_power, final
part           switching (mW)  internal, mW
Sequential            0.00758         0.685
Clock                   0.161         0.137
Combinational          0.0234        0.0884
## layer usage
layer / wire length (um) / track usage / up-vias / share of wire
met5: 0 / 0 / - / 0
met1: 1040 / 0.246 / 436 / 0.36
met3: 589 / 0.129 / 2 / 0.20
met2: 1250 / 0.229 / 84 / 0.43
met4: 17 / 0.0199 / 0 / 0.0059
li1: - / - / 451 / -
## through the flow
stage | setup WS [ps] | area, um^2
after detailed placement | 1400 | 2620
after global routing | 1460 | 2700
after global placement | 1440 | 2620
after CTS | 1520 | 2700
final | 1540 | 2700
after floorplan | 960 | 1530
## cells in the mapped netlist (all sizes together)
master and number:
dfxtp 2, nand2 4, o211a 2, or2 1
nor2 2, edfxtp 48
